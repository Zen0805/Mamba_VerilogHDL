==> /design/flow/design.v <==
module Unified_PE
(
    input clk,
    input reset,
    input [1:0] op_mode,    
    input clear_acc,       
    input signed [16-1:0] in_A,
    input signed [16-1:0] in_B,
    output reg signed [16-1:0] out_val
);
    localparam signed [16-1:0] MAX_POS = 16'sh7FFF;  
    localparam signed [16-1:0] MIN_NEG = 16'sh8000;  
    wire signed [2*16-1:0] mult_raw;
    wire signed [2*16-1:0] mult_shifted;
    reg signed [31:0] temp_result;
    reg signed [16-1:0] acc_reg;
    assign mult_raw = in_A * in_B;
    assign mult_shifted = mult_raw >>> 12;
    always @(*) begin
        case (op_mode)
            2'd0: begin 
                temp_result = acc_reg + mult_shifted;
            end
            2'd1: begin
                temp_result = mult_shifted; 
            end
            2'd2: begin
                temp_result = in_A + in_B;
            end
            default: temp_result = 0;
        endcase
    end
    always @(posedge clk or posedge reset) begin
        if (reset) begin
            acc_reg <= 0;
            out_val <= 0;
        end else if (clear_acc) begin
            acc_reg <= 0;
            out_val <= 0;
        end else begin
            if (temp_result > 32767) begin
                acc_reg <= MAX_POS;
            end else if (temp_result < -32768) begin
                acc_reg <= MIN_NEG;
            end else begin
                acc_reg <= temp_result[16-1:0];
            end
            out_val <= (temp_result > 32767) ? MAX_POS : 
                       ((temp_result < -32768) ? MIN_NEG : temp_result[16-1:0]);
        end
    end
endmodule
==> /design/flow/run.sh <==
#!/bin/bash
# OpenROAD 26Q1-2900-gdf79404cd8, Yosys 0.63+post, stock flow scripts
make -C /OpenROAD-flow-scripts/flow DESIGN_CONFIG=/design/flow/config.mk WORK_HOME=/design/flow/orfs finish
==> /design/flow/config.mk <==
export PLATFORM = sky130hd
export DESIGN_NAME = Unified_PE
export DESIGN_NICKNAME = Unified_PE
export VERILOG_FILES = /design/flow/design.v
export SDC_FILE = /design/flow/constraint.sdc
export NUM_CORES = 4
export LEC_CHECK = 1
export CORE_UTILIZATION = 50
export SYNTH_HDL_FRONTEND = slang
==> /design/flow/constraint.sdc <==
current_design Unified_PE

set clk_period 9.8
set clk_io_pct 0.2

create_clock -name clk0 -period $clk_period [get_ports {clk}]

set non_clock_inputs [all_inputs -no_clocks]
set_input_delay [expr $clk_period * $clk_io_pct] -clock clk0 $non_clock_inputs
set_output_delay [expr $clk_period * $clk_io_pct] -clock clk0 [all_outputs]
==> run_results.csv <==
group,metric,value,unit
logic_synthesis,synthTopCellsByCount,"sky130_fd_sc_hd__inv_1, sky130_fd_sc_hd__fa_1, sky130_fd_sc_hd__nand2_1, sky130_fd_sc_hd__ha_1, sky130_fd_sc_hd__and2_1",
logic_synthesis,yosys.area.top_type_share,42.5,%
cts,clock_sink_count,16,
placed_design,placed_cells,1983,
critical_path,cp_slowest_cell,"sky130_fd_sc_hd__fa_1",
flow_run,log.warning_count,28,
logic_synthesis,synth_compound_gate_area_share,11.9,%
outcome,status,"finished, final reports clean",
logic_synthesis,yosys_warnings,0,
critical_path,timing.critical_path.from,"in_A[12]",
cts,cts_htree_levels,1,
die,num_rows,57,
cts,clk_latency,0.25,ns
routing,detail_route.first_pass.iterations,4,
cts,root_buffer,"sky130_fd_sc_hd__clkbuf_16",
flow_run,drv_cap,0,
routing,drt_iter0_markers,463,
logic_synthesis,synth_async_sr_flop_share,100,%
logic_synthesis,syn_area,12400,um2
global_routing,global_route.overflow_total,0,
global_routing,groute.layer.met3.usage,8.67,%
sta,finalSetupViolCount,0,
critical_path,critical_path.endpoint_type,"register",
logic_synthesis,synth-edff-count,0,
global_routing,first_pass_grt_wire_length,56800,um
routing,ant_nets,0,
final_layout,area.growth.synth_to_final,33.0,%
sta,max-slew-margin-rel,47.9,%
logic_synthesis,synth_seq_share,3.23,%
sta,final.min_clock_period,9.76,ns
placed_design,detailedPlace.worstSlack,-0.878,ns
sta,post-route-period-util,99.6,%
placed_design,numPortBuffers,52,
sta,final_hold_viol_count,0,
sta,hold_ws,0.903,ns
logic_synthesis,synth.avg_cell_area,8.77,um2
routing,post-route-drc-count,0,
global_routing,grt_start_max_net_pins,30,
logic_synthesis,synthTopLogicFamily,"adder cells",
global_routing,grt_util_all_layers,30.4,%
routing,routed_via_density,5.13,
cts,cts_made_buffers,3,
critical_path,critical_path_fanout_max,7,
global_routing,antenna_found_initial,0,
routing,routed_wire_length,33800,um
logic_synthesis,synth-main-ff-cell,"sky130_fd_sc_hd__dfrtp_1",
global_routing,most_utilized_layer_in_the_global_route_result,"met2",
logic_synthesis,post_synth_mux_area_share,0.404,%
sta,fmaxAchievable,0.102,GHz
cts,clkSlewWorstSetupHoldPaths,0.05,ns
logic_synthesis,synthSimpleGateAreaFrac,15.4,%
cts,clock_tree_from_tritoncts,"built",
critical_path,cp_top_family,"adder cells",
min_path,launch_instance_of_the_worst_min_delay_path,"acc_reg[0]",
die,design.die.area,25400,um2
critical_path,cp_data_arrival_time,9.93,ns
critical_path,critical-path-top-cell-by-count,"sky130_fd_sc_hd__fa_1",
final_layout,layout.filler_cells,1879,
logic_synthesis,synth_chip_area,12400,um2
min_path,path_category_of_the_worst_min_delay_check,"reg2reg",
critical_path,worst_r2r_startpoint,"acc_reg[0]",
placed_design,finalWeightedCongestion,0.950,
cts,cts-hold-fix-buffers,0,
logic_synthesis,synthTopCellsByArea,"sky130_fd_sc_hd__fa_1, sky130_fd_sc_hd__ha_1, sky130_fd_sc_hd__inv_1",
global_routing,gr-usage-met1,41.2,%
routing,antennaDiodeCount,0,
die,die.size.x,159,um
logic_synthesis,synth.most_common_cell,"sky130_fd_sc_hd__inv_1",
final_layout,drive_gt1_share,28.8,%
logic_synthesis,synthDominantAreaCellType,"sky130_fd_sc_hd__fa_1",
logic_synthesis,netlist-cell-type-count,68,
die,ios,53,
sta,worst_slack,0.0419,ns
final_layout,post_layout_nonfiller_instances,2031,
die,floorplan.core_area,24300,um2
critical_path,startpoint_type,"input port",
cts,cts_buffer_depth,2,
routing,dr_total_vias,10400,
critical_path,crit_required,9.98,ns
critical_path,slowest_delay,0.56,ns
global_routing,gr-usage-met2,50.1,%
placed_design,detailed_place_hpwl,27400,um
final_layout,largest_reg_flops,16,
logic_synthesis,yosys_register_bits,16,
logic_synthesis,synth.cellmix.xorXnorShare,3.90,%
logic_synthesis,fa_ha_area_share,54.2,%
sta,rsz_0062_raised_after_global_routing,"true",
logic_synthesis,ys_cells,1414,
routing,drt-wirelength-per-cell,16.6,um
sta,setup_tns_final,0,ns
critical_path,critical_path_class,"in2reg",
die,die_extent_in_y,159,um
logic_synthesis,synth_cells,1414,
final_layout,mi_logic_area,11400,um2
critical_path,cp.buffers_inverters,8,
final_layout,final-seq-area,400,um2
sta,worst_slew_pin_slew,0.774,ns
global_routing,grt_pass1_vias,11500,
die,floorplan_utilization,51.0,%
sta,fin_skew,0.00257,ns
sta,final-max-slew-violation-count,0,
==> kinds of logic (layout without fill, tap and decap cells) <==
logic type	after synthesis	count (layout)
simple gates	383	383
fa+ha+maj	379	379
buf+inv	363	656
compound gates	215	215
xor+xnor	53	53
flops	16	16
mux	5	5
==> cell type report <==
cell class              count  area share, %
flip-flops and latches     16           2.43
multi-input cells        1035           69.1
clock buffers               4          0.539
well taps                 324           2.46
repair buffers            334           18.2
inverters                 318           7.26
==> layer usage <==
| metal | part of all wire, % | wire [um] |
|---|---|---|
| met5 | 0 | 0 |
| met4 | 3.3 | 1130 |
| met3 | 7.3 | 2450 |
| met2 | 50 | 16700 |
| met1 | 40 | 13400 |
==> what timing repair did <==
| action | in CTS | in global routing |
|---|---|---|
| buffers inserted | 15 | 17 |
| cloned | 9 | 3 |
| resized | 163 | 161 |
| hold endpoints to repair | 0 | 0 |
| setup endpoints to repair | 16 | 15 |
| pin swaps | 36 | 123 |
==> per-stage QoR <==
stage | utilization (%) | instance area [um2]
floorplan | - | 12400
finish | 67.8 | 16500
CTS | 65.4 | 15900
global route | 67.8 | 16500
global placement | 62.1 | 15100
detailed placement | 62.1 | 15100
==> worst min-delay path: stages, from the launching register on <==
cell and delay (ns):
sky130_fd_sc_hd__dfrtp_1 0.36, sky130_fd_sc_hd__ha_2 0.16, sky130_fd_sc_hd__mux2i_1 0.06, sky130_fd_sc_hd__nor2_1 0.09, sky130_fd_sc_hd__a21oi_1 0.07, sky130_fd_sc_hd__o21ai_2 0.13
==> path summary, 6_finish.rpt <==
| path | endpoint | slack (ns) | depth (start not counted) |
|---|---|---|---|
| worst max-delay path | acc_reg[13] | 0.04 | 32 |
| worst min-delay path | acc_reg[0] | 0.90 | 5 |
| worst max register to register | acc_reg[13] | 6.29 | 17 |
| worst min register to register | acc_reg[0] | 0.90 | 5 |
| max in group asynchronous | acc_reg[2] | 7.32 | 2 |
| min in group asynchronous | acc_reg[15] | 2.08 | 2 |
==> placed cells by master (no fill, tap or decap), types with 6 or more instances in the layout <==
cell type                         Yosys  final
sky130_fd_sc_hd__fa_1               263    242
sky130_fd_sc_hd__nand3_1             13     12
sky130_fd_sc_hd__a211oi_1            10      6
sky130_fd_sc_hd__fa_2                 0     21
sky130_fd_sc_hd__clkbuf_2             0      7
sky130_fd_sc_hd__buf_4                0    233
sky130_fd_sc_hd__buf_12               0     11
sky130_fd_sc_hd__dfrtp_1             16     16
sky130_fd_sc_hd__buf_6                1     27
sky130_fd_sc_hd__a22oi_1              6      6
sky130_fd_sc_hd__o21ai_0             37     26
sky130_fd_sc_hd__nor3_1              13     12
sky130_fd_sc_hd__o21a_1               9      9
sky130_fd_sc_hd__clkbuf_16            0      7
sky130_fd_sc_hd__a21o_1              23     23
sky130_fd_sc_hd__xor2_1              19     15
sky130_fd_sc_hd__a21oi_2              0     12
sky130_fd_sc_hd__xnor2_1             33     26
sky130_fd_sc_hd__ha_1               116     91
sky130_fd_sc_hd__buf_2                2      9
sky130_fd_sc_hd__and2_1             114     99
sky130_fd_sc_hd__dlygate4sd2_1        0      7
sky130_fd_sc_hd__nand2b_1            14     14
sky130_fd_sc_hd__and2_4               1     16
sky130_fd_sc_hd__inv_2                0     23
sky130_fd_sc_hd__clkdlybuf4s50_1      0     21
sky130_fd_sc_hd__o21ai_2             10     20
sky130_fd_sc_hd__inv_1              317    293
sky130_fd_sc_hd__nor2_1              45     39
sky130_fd_sc_hd__xnor2_2              0      7
sky130_fd_sc_hd__ha_2                 0      7
sky130_fd_sc_hd__ha_4                 0     18
sky130_fd_sc_hd__a21oi_1             51     37
sky130_fd_sc_hd__nand2_1            150    144
