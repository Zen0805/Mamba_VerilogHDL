File: flow/run.sh
#!/bin/bash
# OpenROAD 26Q1-2900-gdf79404cd8, Yosys 0.63+post, stock flow scripts
make -C /OpenROAD-flow-scripts/flow DESIGN_CONFIG=/design/flow/config.mk WORK_HOME=/design/flow/orfs finish
File: flow/config.mk
export PLATFORM = sky130hd
export DESIGN_NAME = Linear_Layer
export DESIGN_NICKNAME = Linear_Layer
export VERILOG_FILES = /design/flow/design.v
export SDC_FILE = /design/flow/constraint.sdc
export NUM_CORES = 4
export LEC_CHECK = 1
export CORE_AREA = 10 10 601 601
export DIE_AREA = 0 0 611 611
export SYNTH_HDL_FRONTEND = slang
File: flow/constraint.sdc
current_design Linear_Layer

set clk_period 13.1
set clk_io_pct 0.2

create_clock -name clk0 -period $clk_period [get_ports {clk}]

set non_clock_inputs [all_inputs -no_clocks]
set_input_delay [expr $clk_period * $clk_io_pct] -clock clk0 $non_clock_inputs
set_output_delay [expr $clk_period * $clk_io_pct] -clock clk0 [all_outputs]
File: flow/design.v
module Linear_Layer
(
    input clk,
    input reset,
    input start,
    input [15:0] len, 
    input en,
    output reg done,
    input signed [16-1:0] x_val,
    input signed [16 * 16 - 1 : 0] W_row_vals,
    input signed [16 * 16 - 1 : 0] bias_vals,
    output reg [16 * 16 - 1 : 0] y_out,
    output reg [1:0] pe_op_mode_out,
    output reg       pe_clear_acc_out,
    output reg [16 * 16 - 1 : 0] pe_in_a_vec,
    output reg [16 * 16 - 1 : 0] pe_in_b_vec,
    input wire [16 * 16 - 1 : 0] pe_result_vec
);
    reg [15:0] counter;      
    wire signed [16-1:0] W_unpacked [15:0];
    wire signed [16-1:0] bias_unpacked [15:0];
    localparam S_IDLE      = 0;
    localparam S_CALC      = 1; 
    localparam S_WAIT_PE   = 2; 
    localparam S_ADD_BIAS  = 3; 
    localparam S_DONE      = 4;
    reg [2:0] state;
    genvar i;
    generate
        for (i = 0; i < 16; i = i + 1) begin : wiring
            assign W_unpacked[i]    = W_row_vals[i*16 +: 16];
            assign bias_unpacked[i] = bias_vals[i*16 +: 16];
        end
    endgenerate
    integer k;
    always @(*) begin
        pe_op_mode_out   = 2'd0;
        pe_clear_acc_out = 0;
        pe_in_a_vec      = 0;
        pe_in_b_vec      = 0;
        case (state)
            S_IDLE: begin
                if (start) pe_clear_acc_out = 1;
                else pe_clear_acc_out = 0;
            end
            S_CALC: begin
                pe_op_mode_out   = 2'd0;
                pe_clear_acc_out = 0;
                if (en) begin
                    for (k = 0; k < 16; k = k + 1) begin
                        pe_in_a_vec[k*16 +: 16] = x_val; 
                        pe_in_b_vec[k*16 +: 16] = W_unpacked[k];
                    end
                end else begin
                    for (k = 0; k < 16; k = k + 1) begin
                        pe_in_a_vec[k*16 +: 16] = 0; 
                        pe_in_b_vec[k*16 +: 16] = 0;
                    end
                end
            end
            S_WAIT_PE: begin
                pe_op_mode_out   = 2'd0;
                pe_clear_acc_out = 0;
                for (k = 0; k < 16; k = k + 1) begin
                    pe_in_a_vec[k*16 +: 16] = 0;
                    pe_in_b_vec[k*16 +: 16] = 0;
                end
            end
            S_ADD_BIAS: begin
                pe_op_mode_out   = 2'd0;
                pe_clear_acc_out = 0;
                for (k = 0; k < 16; k = k + 1) begin
                    pe_in_a_vec[k*16 +: 16] = 16'd4096;  
                    pe_in_b_vec[k*16 +: 16] = bias_unpacked[k];
                end
            end
            S_DONE: begin
                pe_clear_acc_out = 0;
            end
        endcase
    end
    always @(*) begin
        y_out = pe_result_vec;
    end
    always @(posedge clk or posedge reset) begin
        if (reset) begin
            state <= S_IDLE;
            counter <= 0;
            done <= 0;
        end else begin
            case (state)
                S_IDLE: begin
                    done <= 0;
                    if (start) begin
                        counter <= 0;
                        state <= S_CALC;
                    end
                end
                S_CALC: begin
                    if (en) begin
                        if (counter == len - 1) begin
                            state <= S_WAIT_PE; 
                        end else begin
                            counter <= counter + 1;
                        end
                    end
                end
                S_WAIT_PE: begin
                     state <= S_ADD_BIAS;
                end
                S_ADD_BIAS: begin
                    state <= S_DONE;
                end
                S_DONE: begin
                    done <= 1;
                    if (!start) begin
                        state <= S_IDLE;
                    end
                end
            endcase
        end
    end
endmodule
==> impl_metrics.json <==
{
  "status": "completed",
  "fmax_mhz": 113,
  "hold_end": "state[4]$_DFF_PP0_",
  "drcViolationCount": 0,
  "yosysTopAreaCell": "buf_4",
  "cts_resized": 0,
  "io_pins": 1576,
  "top_cell_area_share": 0.464,
  "r2r_slack_ns": 10.53,
  "p_total_uw": 725,
  "fp_util": 0.0233,
  "post_cts_buffers": 0,
  "syn2layout_area_growth_pct": 159,
  "cts.sinks": 22,
  "crit_type": "in2out",
  "place_congestion": 1.00,
  "ir_drop_mv": 0.0597,
  "fin_skew_ns": 0.00455,
  "cts_root_buffer": "clkbuf_16",
  "clk_pin_slew_ns": 0.06,
  "p_leak_uw": 0.00599,
  "grt-ovfl-total": 0,
  "critical_path.max_fanout": 64,
  "yosys-top-cells-area": "buf_4 46%, a22o_1 28%, dfrtp_1 6.5%",
  "hpwl_mm": 278,
  "edf_count": 0,
  "required_ns": 10.48,
  "grtUsageTotal": 0.150,
  "cp-start-kind": "primary input",
  "via_count": 11913,
  "drt_wl_total_mm": 288,
  "syn_inst": 1044,
  "period_minus_slack_ns": 8.85,
  "clockBufferDepth": 2,
  "seq_area_frac_synth": 0.0683,
  "synth_area_um2": 8080,
  "cts.htree.levels": 1,
  "avgSynthCellArea_um2": 7.74,
  "critPathArrivalTime_ns": 6.23,
  "synthArstFlopShare": 1.00,
  "first_pass_iters": 5,
  "r2r_cells": 8,
  "slew_viol_final": 0,
  "setup_violations": 0,
  "grt_max_degree": 100,
  "ys_warn_count": 0,
  "fill_cells": 40962,
  "critPathCaptureType": "output port",
  "rsz0062_at_grt": "false",
  "drive_above_1_share": 0.0344,
  "slew_headroom": 0.375,
  "warnings": 25,
  "tritoncts": "done",
  "yosys_area_um2": 8080,
  "min_from": "state[2]$_DFF_PP0_",
  "final-hold-violation-count": 0,
  "ys_ff": 22,
  "finalCritPeriodShare": 0.676,
  "final_antenna_net_count": 0,
  "timing.rr.start": "counter[9]$_DFFE_PP0P_",
  "routed_via_density": 1.92,
  "maxCapViolCount": 0,
  "chipHeight_um": 611,
  "antenna_found_initial": 260,
  "port_buffers": 1061,
  "drt_iter0_markers": 824,
  "die_x_um": 611,
  "flop_cell": "dfrtp_1",
  "rows": 216,
  "routedWlPerCell_um": 46.4,
  "fin_tns_setup_ns": 0,
  "cts_buffers": 3,
  "ys_cells": 1044,
  "holdPathStages": 0,
  "coreArea_um2": 347000,
  "holdBufCountCts": 0,
  "dieArea_um2": 373000,
  "min_path_type": "reg2reg",
  "worst_pin_slew_ns": 0.934,
  "ys_types": 57,
  "grt_pass1_wl_mm": 314,
  "insertion_delay_ns": 0.26,
  "rr_endpoint": "counter[4]$_DFFE_PP0P_",
  "grt_pass1_vias": 11178,
  "pwr_density_cell_nw_per_um2": 34.7
}
## metal layers
metal,track usage,up-vias,part of all wire
li1,-,4362,-
met1,0.109,5321,0.24
met2,0.278,1640,0.52
met3,0.147,514,0.21
met4,0.0179,76,0.026
met5,0.00140,-,0.0019
## worst max-delay path: stages
cell	delay (ns)
buf_2	0.46
and2_4	0.47
buf_4	0.47
buf_4	0.58
buf_4	0.68
a22o_1	0.24
clkdlybuf4s50_1	0.51
## layout by cell type, fill, tap and decap left out, drive strengths merged, types with 3 or more instances in the layout
cell	netlist	layout
a21o	4	4
a21oi	7	7
a22o	256	256
and2	3	3
and3	21	21
buf	506	33
clkbuf	59	4
clkdlybuf4s50	0	1055
dfrtp	21	21
diode	0	64
inv	10	10
mux2i	7	7
nand2	31	31
nand2b	8	8
nand3	10	10
nand4	8	8
nand4b	4	4
nor2	16	16
nor3	7	7
nor4	4	4
o21ai	5	5
xnor2	7	7
xor2	15	15
## report_power, final
| part | switching [uW] | leakage, uW | total [uW] | internal (uW) |
|---|---|---|---|---|
| clock | 26.2 | 0.0000446 | 72.9 | 46.7 |
| sequential | 18.1 | 0.000290 | 93.1 | 75.0 |
| combinational | 251 | 0.00565 | 559 | 308 |
## final cells by class
class,instances,area (um^2),share of cell area
tap,4578,5730,0.274
multi-input combinational,448,3500,0.167
clock buffer,4,88.8,0.00425
antenna,64,160,0.00767
timing repair buffer,1088,10800,0.518
inverter,10,37.5,0.00180
sequential,22,557,0.0267
## cell families (layout without fill, tap and decap cells)
group,count (synthesis),count (layout),synth area share
xor+xnor,22,22,0.0238
compound gates,289,289,0.306
flops,22,22,0.0683
buf+inv,575,1102,0.500
simple gates,125,125,0.0880
mux,8,8,0.0101
other cells,1,66,0.000464
fa+ha+maj,2,2,0.00310
## registers in the layout, summed over array words and instances, names as in the netlist
name and count:
counter 16, done 1, state 5
## cells in the mapped netlist (all sizes together), types with 2 or more instances
cell type / count
a311oi: 2
dfrtp: 21
inv: 10
nand4: 8
buf: 506
a211o: 2
nor4: 4
and3: 21
nor3b: 2
nor3: 7
nand3: 10
ha: 2
nand2: 31
and2: 3
xnor2: 7
mux2i: 7
nand4b: 4
nand2b: 8
o21ai: 5
nand3b: 2
a22o: 256
a21oi: 7
nor2b: 2
or3: 2
nor2: 16
o211ai: 2
xor2: 15
o22ai: 2
a21o: 4
clkbuf: 59
## worst max path at each step
stage,startpoint,to,cells after the start
4_1_cts,en,pe_in_b_vec[61],7
5_1_grt,en,pe_in_b_vec[197],7
6_report,en,pe_in_b_vec[61],7
## per-stage QoR
stage | instances | hold WS (ns) | worst slack, ns | utilization | area (um^2)
after floorplan | 1045 | 0.331 | 6.48 | - | 8080
after global placement | 6146 | 0.340 | 4.28 | 0.0595 | 20600
after detailed placement | 6146 | 0.343 | 4.27 | 0.0595 | 20600
after CTS | 6150 | 0.358 | 4.24 | 0.0597 | 20700
after global routing | 6174 | 0.368 | 4.14 | 0.0599 | 20800
final | 6214 | 0.357 | 4.25 | 0.0602 | 20900
Power figures rest on the tool's default switching activity, not on a simulated workload.
